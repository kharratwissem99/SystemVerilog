**design/flow/run.sh**
```bash
#!/bin/bash
# OpenROAD 26Q1-2900-gdf79404cd8, Yosys 0.63+post, stock flow scripts
make -C /OpenROAD-flow-scripts/flow DESIGN_CONFIG=/design/flow/config.mk WORK_HOME=/design/flow/orfs finish
```
**design/flow/config.mk**
```make
export PLATFORM = sky130hd
export DESIGN_NAME = traffic_lights
export DESIGN_NICKNAME = traffic_lights
export VERILOG_FILES = /design/flow/design.v
export SDC_FILE = /design/flow/constraint.sdc
export NUM_CORES = 4
export LEC_CHECK = 1
export CORE_UTILIZATION = 40
```
**design/flow/constraint.sdc**
```tcl
current_design traffic_lights

set clk_period 4.1
set clk_io_pct 0.2

create_clock -name clk0 -period $clk_period [get_ports {clk}]

set non_clock_inputs [all_inputs -no_clocks]
set_input_delay [expr $clk_period * $clk_io_pct] -clock clk0 $non_clock_inputs
set_output_delay [expr $clk_period * $clk_io_pct] -clock clk0 [all_outputs]
```
**design/flow/design.v**
```verilog
module traffic_lights
    (
        input logic clk , rst ,
        input logic Ta, Tb,
        output logic[1:0] La, Lb
    );
    typedef enum {s0, s1, s2, s3} state_t;
    state_t state_reg , state_next;
    logic [31:0] counter, nxt_counter;
    logic cnt_done, count;
    always_ff @(posedge clk , posedge rst)
        if (rst) begin
            state_reg <= s0;
            counter <= 32'd0;
        end
        else begin
            state_reg <= state_next;
            counter <= nxt_counter;
        end
    always_comb begin
        state_next = state_reg;  
        La = 2'b10;
        Lb = 2'b00;
        count = 0;
        unique case (state_reg)
            s0:
                if (Ta)
                    state_next = state_reg;  
                else
                    state_next = s1;
            s1: begin
                La = 2'b01;
                Lb = 2'b00;
                count = 1;
                if (cnt_done)
                    state_next = s2;
                else
                    state_next = state_reg;  
            end
            s2: begin
                La = 2'b00;
                Lb = 2'b10;
                if (Tb)
                    state_next = state_reg;  
                else
                    state_next = s3;
            end
            s3: begin
                La = 2'b00;  
                Lb = 2'b01;  
                count = 1;
                if (cnt_done)
                    state_next = s0;
                else
                    state_next = state_reg;  
            end
        endcase
    end
    always_comb begin
        nxt_counter = counter;  
        cnt_done = 1'b0;
        if (count)
            if (counter == 32'd500000) begin
                nxt_counter = 32'd0;
                cnt_done = 1'b1;
            end
            else 
                nxt_counter = counter + 1; 
    end
endmodule
```
==> load_flow_metrics.sql <==
-- load yosys + openroad results
INSERT INTO impl_metrics (metric_group, metric, value, unit) VALUES
('run', 'number_of_warning_messages_in_the_logs', '26', ''),
('finish', 'utilization', '0.480', ''),
('setup_path', 'timing.rr.start', 'counter[0]', ''),
('finish', 'area.combinational', '811', 'µm²'),
('setup_path', 'cp.arrival', '1.71', 'ns'),
('grt', 'gr-total-overflow', '0', ''),
('sta', 'timing_max_transition_violations_final', '0', ''),
('power', 'irDropWorstVdd', '255', 'µV'),
('routing', 'n_antenna_cell', '0', ''),
('synth', 'netlist_area', '1760', 'µm²'),
('finish', 'final.fill_count', '372', ''),
('clock_tree', 'cts.root.buffer_cell', 'sky130_fd_sc_hd__clkbuf_8', ''),
('clock_tree', 'clk-insertion-delay-late', '0.28', 'ns'),
('clock_tree', 'cts_hold_buffers', '0', ''),
('power', 'p_leak', '0.880', 'nW'),
('finish', 'area_delta_synth_final', '12.0', '%'),
('routing', 'vias', '1353', ''),
('synth', 'synth-edff-count', '0', ''),
('routing', 'avgRoutedWirePerCell', '14.9', 'µm'),
('synth', 'synth-cells-yosys', '178', ''),
('synth', 'synth.cellmix.compoundShare', '0.0759', ''),
('synth', 'synth.cellmix.xorXnorShare', '0.124', ''),
('sta', 'final_hold_viol_count', '0', ''),
('synth', 'synth-area-yosys', '1760', 'µm²'),
('finish', 'largest_register_ffs', '32', ''),
('synth', 'ffs_w_async_s_r_synth', '1.00', ''),
('setup_path', 'regToRegEndpoint', 'counter[13]', ''),
('setup_path', 'r2r.worst_path.cells', '6', ''),
('synth', 'synth_top_flop_cell', 'sky130_fd_sc_hd__dfrtp_1', ''),
('clock_tree', 'ctsHtreeMaxLevel', '2', ''),
('clock_tree', 'cts_resized', '0', ''),
('setup_path', 'data_required_time_of_the_critical_path', '3.28', 'ns'),
('place', 'port_buffers', '7', ''),
('synth', 'synth-adder-area-share', '0.0142', ''),
('synth', 'synth.cellmix.simpleShare', '0.245', ''),
('finish', 'drive_gt1_frac', '0.0635', ''),
('worst_hold_path', 'hp-class', 'reg2reg', ''),
('grt', 'first_global_vias', '1292', ''),
('synth', 'synth-seq-cells', '36', ''),
('sta', 'post-route-period-util', '0.618', ''),
('power', 'power_per_cell_area', '314', 'nW/µm²'),
('status', 'run_status', 'completed', ''),
('setup_path', 'rrSetupSlack', '1.85', 'ns'),
('setup_path', 'cp_max_fo', '8', ''),
('synth', 'topCombFamilyByArea', 'simple AND/OR/NAND/NOR gates', ''),
('synth', 'synth.avg_cell_area', '9.91', 'µm²'),
('sta', 'finClkSkew', '0.00475', 'ns'),
('routing', 'route.antenna.remaining_nets', '0', ''),
('floorplan', 'die_w', '68.4', 'µm'),
('routing', 'detail_route.iter0.violations', '96', ''),
('sta', 'final_setup_violation_count', '0', ''),
('place', 'globalplace.congestion', '0.858', ''),
('clock_tree', 'clock_sink_count', '36', ''),
('clock_tree', 'post_cts_buffers', '0', ''),
('setup_path', 'setup.worst_path.start', 'state_reg[2]', ''),
('synth', 'post_synth_most_frequent_cells', '35 x sky130_fd_sc_hd__dfrtp_1, 17 x sky130_fd_sc_hd__xor2_1, 14 x sky130_fd_sc_hd__nand2_1', ''),
('clock_tree', 'clk_transition_reported_paths', '0.07', 'ns'),
('synth', 'netlist_instances', '178', ''),
('synth', 'yosysUniqueCellTypes', '30', ''),
('floorplan', 'boundaryPins', '8', ''),
('sta', 'finalHoldWorstSlack', '0.494', 'ns'),
('grt', 'grt_pass1_wl', '6.21', 'mm'),
('floorplan', 'core_area', '4120', 'µm²'),
('synth', 'yosysSeqAreaShare', '0.511', ''),
('routing', 'detail_route.first_pass.iterations', '4', ''),
('synth', 'topCellsByArea', 'sky130_fd_sc_hd__dfrtp_1 50%, sky130_fd_sc_hd__xor2_1 8.4%, sky130_fd_sc_hd__xnor2_1 4.0%', ''),
('grt', 'grt_antenna_before_repair', '0', ''),
('synth', 'netlist.top_cell.by_instances', 'sky130_fd_sc_hd__dfrtp_1', ''),
('floorplan', 'std_cell_rows', '23', ''),
('grt', 'groute.usage.overall', '0.186', ''),
('clock_tree', 'cts_tree', 'built', '');
## worst min-delay path by stage
| stage | slack, ns | depth (start not counted) | end |
|---|---|---|---|
| 4_1_cts | 0.49 | 1 | counter[12] |
| 5_1_grt | 0.51 | 1 | counter[12] |
| 6_report | 0.49 | 1 | counter[12] |
## layout by cell type, fill, tap and decap left out
cell type / Yosys / routed
sky130_fd_sc_hd__nand4_1: 6 / 6
sky130_fd_sc_hd__or4_1: 1 / 1
sky130_fd_sc_hd__a21oi_1: 4 / 4
sky130_fd_sc_hd__o21ai_0: 11 / 11
sky130_fd_sc_hd__o211ai_2: 1 / 1
sky130_fd_sc_hd__o21a_1: 1 / 1
sky130_fd_sc_hd__clkbuf_8: 0 / 6
sky130_fd_sc_hd__o22ai_1: 1 / 1
sky130_fd_sc_hd__o211ai_1: 1 / 1
sky130_fd_sc_hd__a22o_1: 2 / 2
sky130_fd_sc_hd__or2_2: 1 / 1
sky130_fd_sc_hd__o31ai_1: 1 / 1
sky130_fd_sc_hd__nor3_1: 11 / 11
sky130_fd_sc_hd__inv_1: 8 / 8
sky130_fd_sc_hd__or3_1: 4 / 4
sky130_fd_sc_hd__ha_1: 2 / 2
sky130_fd_sc_hd__nor4b_1: 2 / 2
sky130_fd_sc_hd__nand2_1: 14 / 14
sky130_fd_sc_hd__buf_4: 0 / 1
sky130_fd_sc_hd__nand3_1: 10 / 10
sky130_fd_sc_hd__dfstp_2: 1 / 1
sky130_fd_sc_hd__xor2_1: 17 / 17
sky130_fd_sc_hd__nor2_1: 13 / 13
sky130_fd_sc_hd__clkinv_2: 0 / 2
sky130_fd_sc_hd__clkdlybuf4s50_1: 0 / 7
sky130_fd_sc_hd__and4_1: 5 / 5
sky130_fd_sc_hd__xnor2_1: 8 / 8
sky130_fd_sc_hd__and3_1: 4 / 4
sky130_fd_sc_hd__or4b_1: 1 / 1
sky130_fd_sc_hd__dfrtp_1: 35 / 35
sky130_fd_sc_hd__nor4_1: 7 / 7
sky130_fd_sc_hd__and4b_1: 1 / 1
## logic make-up after synthesis
group / after synthesis
AND/OR/NAND/NOR: 80
XOR/XNOR: 25
AND-OR/OR-AND: 22
buffers and inverters: 13
flip-flops: 36
adder cells (fa/ha/maj): 2
## power by group
group | switching, mW | leakage, nW | internal (mW)
Sequential | 0 | 0.479 | 0.355
Clock | 0.121 | 0.0510 | 0.134
Combinational | 0.00737 | 0.350 | 0.00321
## metrics by stage
stage | worst slack (ns) | std cells | instance area, µm² | total power [mW]
floorplan | 2.35 | 178 | 1760 | 0.367
global placement | 1.90 | 231 | 1880 | 0.373
detailed placement | 1.87 | 231 | 1880 | 0.373
CTS | 1.55 | 239 | 1980 | 0.627
global route | 1.46 | 239 | 1980 | 0.651
finish | 1.57 | 239 | 1980 | 0.620
## metal layers
metal	global-route usage	up-vias	routed length (µm)
met3	0.0355	9	99
met5	0	-	0
met4	0.0365	0	68
met2	0.272	19	1630
met1	0.298	676	1770
li1	-	649	-
## area by class of cell
class,instances,share of cell area
Sequential cell,36,0.457
Multi-Input combinational cell,129,0.410
Clock buffer,6,0.0418
Timing Repair Buffer,8,0.0393
Tap cell,50,0.0317
Inverter,8,0.0152
Clock inverter,2,0.00507
## critical path, stage by stage (launching register included)
cell	delay [ns]
sky130_fd_sc_hd__dfrtp_1	0.47
sky130_fd_sc_hd__or2_2	0.38
sky130_fd_sc_hd__nor2_1	0.11
sky130_fd_sc_hd__clkdlybuf4s50_1	0.47
Power and IR drop assume default switching activity.
