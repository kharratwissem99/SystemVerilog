===== ./design.v =====
module universal_bin_cnt
#(parameter N = 4)
    (
        input logic clk , rst , syn_clr , load, en, up,
        input logic [N-1:0] d,
        output logic [N-1:0] q
    ) ;
    logic [N -1:0] r_reg , r_next ;
    always_ff @ ( posedge clk , posedge rst )
        if ( rst )
        r_reg <= '0;
        else
        r_reg <= r_next ;
    always_comb
        if (syn_clr)
            r_next = '0;
        else
            if (load)
                r_next = d;
            else
                if (en)
                    if (up)
                        r_next = r_reg + 1;
                    else
                        r_next = r_reg - 1;
                else
                    r_next = r_reg;
    assign q = r_reg;
endmodule

===== ./run.sh =====
#!/bin/bash
# OpenROAD 26Q1-2900-gdf79404cd8, Yosys 0.63+post, stock flow scripts
make -C /OpenROAD-flow-scripts/flow DESIGN_CONFIG=/design/flow/config.mk WORK_HOME=/design/flow/orfs finish

===== ./config.mk =====
export PLATFORM = sky130hd
export DESIGN_NAME = universal_bin_cnt
export DESIGN_NICKNAME = universal_bin_cnt
export VERILOG_FILES = /design/flow/design.v
export SDC_FILE = /design/flow/constraint.sdc
export NUM_CORES = 4
export LEC_CHECK = 1
export CORE_AREA = 10 10 70 70
export DIE_AREA = 0 0 80 80

===== ./constraint.sdc =====
current_design universal_bin_cnt

set clk_period 2.1
set clk_io_pct 0.2

create_clock -name clk0 -period $clk_period [get_ports {clk}]

set non_clock_inputs [all_inputs -no_clocks]
set_input_delay [expr $clk_period * $clk_io_pct] -clock clk0 $non_clock_inputs
set_output_delay [expr $clk_period * $clk_io_pct] -clock clk0 [all_outputs]

==> flow_metrics.env <==
# source this file to load flow results
export IMPL_synth_area_um2=294.0
export IMPL_grt_use_total_pct=2.713
export IMPL_yosysCellCount=35
export IMPL_end_kind="register"
export IMPL_synthDominantCellAreaShare_pct=34.04
export IMPL_antenna_found_initial=0
export IMPL_wl_per_cell_um=9.316
export IMPL_top_usage_layer="met2"
export IMPL_worstRegToRegCells=5
export IMPL_max_cap_violations=0
export IMPL_r2r_start="r_reg[2]"
export IMPL_overflow=0
export IMPL_grt_pass1_vias=323
export IMPL_synth_avg_cell_area_um2=8.401
export IMPL_critPathLaunchType="input port"
export IMPL_vias_per_cell=2.990
export IMPL_path_cells="clkdlybuf4s50_1 > inv_1 > ha_4 > nand3_1 > and4_1 > or4_1 > and3_1"
export IMPL_synth_flops=4
export IMPL_crit_required_ps=2220
export IMPL_clk_pin_slew_ps=40
export IMPL_largest_reg_flops=4
export IMPL_dpl_hpwl_um=748.7
export IMPL_hp_class="input port to async pin"
export IMPL_placed_cells=95
export IMPL_grt_util_met2_pct=3.933
export IMPL_synthCells=35
export IMPL_die_w_um=80
export IMPL_crit_arrival_ps=2130
export IMPL_cts_buffers_inserted=3
export IMPL_drc_errors=0
export IMPL_ys_sh_mux_pct=3.404
export IMPL_grt_max_degree=9
export IMPL_antenna_cells=0
export IMPL_peakVddDrop_mv=0.1022
export IMPL_synthTopCellsByArea="dfrtp_1 (34%), a21oi_1 (10%), ha_1 (8.5%)"
export IMPL_area_growth_pct=82.13
export IMPL_seq_area_frac_synth_pct=34.04
export IMPL_max_stage_delay_ps=480
export IMPL_ys_warn_count=1
export IMPL_vias=293
export IMPL_cts_buffer_depth=2
export IMPL_p_leak_nw=0.2182
export IMPL_xor_area_share_pct=5.957
export IMPL_die_h_um=80
export IMPL_cts_root_buf="clkbuf_4"
export IMPL_min_period_over_period_pct=95.52
export IMPL_compound_area_share_pct=14.47
export IMPL_design_area_um2=535.5
export IMPL_synth_cell_type_count=17
export IMPL_top_area_cell="dfrtp_1"
export IMPL_fin_crit_ps=2006
export IMPL_finalMaxSlewViolations=0
export IMPL_p_per_area_nw_per_um2=498.9
export IMPL_ios=14
export IMPL_fin_worst_skew_ps=0.06259
export IMPL_ys_area_um2=294.0
export IMPL_finalSetupViolations=0
export IMPL_openroad_warnings=25
export IMPL_slew_headroom_pct=82.69
export IMPL_drive_gt1_share_pct=15.38
export IMPL_ant_nets=0
export IMPL_cts_max_level=1
export IMPL_place_congestion=0.6939
export IMPL_worst_pin_slew_ps=258.1
export IMPL_synthSimpleGateAreaFrac_pct=20.43
export IMPL_hold_viol=0
export IMPL_coreArea_um2=3416
export IMPL_grt_pass1_wl_um=1373
export IMPL_critical_path_class="input port to register"
export IMPL_report_power_total_uw=267.2
export IMPL_cpLargestDelayFamily="simple AND/OR/NAND/NOR gates"
export IMPL_gr_usage_met3_pct=2.386
export IMPL_fp_util_pct=8.608
export IMPL_drtIter0Drc=14
export IMPL_nFillCells=389
export IMPL_die_area_um2=6400
export IMPL_placed_area_um2=496.7
export IMPL_finalNonFillerCells=98
export IMPL_dr_pass1_iters=4
export IMPL_clk_latency_ps=230
export IMPL_cp_max_fo=3
export IMPL_status="complete, no violations"
export IMPL_rrSetupSlack_ps=420
export IMPL_routed_wl_um=913
export IMPL_num_rows=21
export IMPL_clock_fmax_mhz=498.5
export IMPL_gr_usage_met1_pct=2.870
export IMPL_path_buffers=2
export IMPL_cts_tree="done"
export IMPL_top_logic_kind="simple AND/OR/NAND/NOR gates"
export IMPL_port_buffer_count=13
export IMPL_adder_share_pct=15.32
export IMPL_rr_endpoint="r_reg[3]"
export IMPL_clock_sinks=4
export IMPL_slowest_stage="clkdlybuf4s50_1"
## power breakdown
| group | switching (mW) | internal, mW |
|---|---|---|
| Sequential | 0.00715 | 0.0836 |
| Clock | 0.0311 | 0.0639 |
| Combinational | 0.0296 | 0.0518 |
## timing repair
item / 4_1_cts / 5_1_grt
setup endpoints to repair: 0 / 1
resized: 0 / 2
hold buffers: 0 / 0
setup buffers: 0 / 0
## kinds of logic after synthesis
group	count (synthesis)
mux	1
compound gates	8
flops	4
buf+inv	5
fa+ha+maj	3
xor+xnor	2
simple gates	12
## synth_stat cells
master and number:
nor2_1 6, xnor2_1 2, clkbuf_1 2, a21oi_1 6, dfrtp_1 4, ha_1 2
nand2_1 1, o21ai_0 1, mux2i_1 1, and3_1 1, and4_1 1, nand3_1 1
a211oi_1 1, nor2b_1 1, fa_1 1, or4_1 1, inv_1 3
## worst max-delay path by stage
stage	slack, ps	cells after the start	to	from
global route	-5	8	r_reg[2]	up
finish	90	7	r_reg[3]	up
CTS	40	7	r_reg[3]	up
## per-layer routing
| metal | part of all wire (%) | vias to the layer above | routed length (um) |
|---|---|---|---|
| met2 | 42 | 9 | 382 |
| met5 | 0 | - | 0 |
| met1 | 42 | 132 | 384 |
| met4 | 0 | 0 | 0 |
| met3 | 16 | 0 | 146 |
| li1 | - | 152 | - |
## stage by stage
stage          hold WS (ps)  setup WS (ps)  util [%]  TNS, ps
2_1_floorplan         186.1          330.9         -        0
3_3_place_gp          610.7         -200.3     14.54   -235.6
3_5_place_dp          610.7         -195.3     14.54   -237.8
4_1_cts               385.5          38.53     15.20        0
5_1_grt               395.6         -4.770     15.68   -4.770
6_report              382.7          94.17     15.68        0
## cell usage in the layout, fill, tap and decap left out, drive strengths merged
cell type and count:
a211oi 1, a21oi 6, and3 1, and4 1
buf 3, clkbuf 3, clkdlybuf4s50 13, dfrtp 4
fa 1, ha 2, inv 3, mux2i 1
nand2 1, nand3 1, nor2 6, nor2b 1
o21ai 1, or4 1, xnor2 2
## cell type report
| type | instances | area [um2] | share of cell area (%) |
|---|---|---|---|
| repair buffers | 16 | 152.6 | 28.50 |
| multi-input cells | 26 | 191.4 | 35.75 |
| well taps | 46 | 57.56 | 10.75 |
| inverters | 3 | 11.26 | 2.103 |
| flip-flops and latches | 4 | 100.1 | 18.69 |
| clock buffers | 3 | 22.52 | 4.206 |
Power and IR drop assume default switching activity.
